$ cat run.sh
#!/bin/bash
# OpenROAD 26Q1-2900-gdf79404cd8, Yosys 0.63+post, stock flow scripts
make -C /OpenROAD-flow-scripts/flow DESIGN_CONFIG=/design/flow/config.mk WORK_HOME=/design/flow/orfs finish
$ cat config.mk
export PLATFORM = sky130hd
export DESIGN_NAME = spi_serializer
export DESIGN_NICKNAME = spi_serializer
export VERILOG_FILES = /design/flow/design.v
export SDC_FILE = /design/flow/constraint.sdc
export NUM_CORES = 4
export LEC_CHECK = 1
export CORE_UTILIZATION = 50
$ cat constraint.sdc
current_design spi_serializer

set clk_period 4.8
set clk_io_pct 0.2

create_clock -name clk0 -period $clk_period [get_ports {clk}]

set non_clock_inputs [all_inputs -no_clocks]
set_input_delay [expr $clk_period * $clk_io_pct] -clock clk0 $non_clock_inputs
set_output_delay [expr $clk_period * $clk_io_pct] -clock clk0 [all_outputs]
$ cat design.v
module spi_serializer #(
    parameter DATAWIDTH = 32,
    parameter BITCOUNTERWIDTH =  $clog2(DATAWIDTH)) 
    (
    input  logic                 clk,
    input  logic                 rst,
    input  logic                 full,
    input  logic                 empty,
    input  logic [DATAWIDTH-1:0] read_data,
    output logic                 sclk,
    output logic                 read_en,
    output logic                 mosi,
    output logic                 done
);
  typedef enum logic [2:0] {
        IDLE,
   	READ_EN,
        LOAD,
        SHIFT,
        COMPLETE
    } state_t;
	state_t state, next_state;
    	logic [DATAWIDTH-1:0] shift_reg;
    	logic [BITCOUNTERWIDTH:0] bit_counter;
  	logic clk_div;
    	logic sclk_enable;
    	always_ff @(posedge clk or posedge rst) begin
        	if (rst) begin
        		clk_div <= 1'b0;
        	end else begin
            		clk_div <= ~clk_div;
        	end
    	end
    	always_ff @(posedge clk or posedge rst) begin
        	if (rst) begin
            		sclk <= 1'b0;
        	end else if (clk_div && sclk_enable) begin
            		sclk <= ~sclk;
        	end
    	end
 	always_ff@(posedge clk or posedge rst) begin
     		if(rst) state <= IDLE;                                            
       		else state <= next_state;
  	end 
	always_ff @(posedge clk or posedge rst) begin  
 		if (rst) begin
        		shift_reg <= '0;
        		bit_counter <= '0;
        		done <= 1'b0;
            		mosi <= 1'b0;
            		sclk_enable <= 1'b0;
                	read_en <= 1'b0;
        	end else begin
                	read_en <= 1'b0;
			case (state)
              		IDLE: begin
			shift_reg <= '0;
            		bit_counter <= '0;	
           		done <= 1'b0;
            		mosi <= 1'b0;
            		sclk_enable <= 1'b0;
                	end
              		READ_EN: begin
                    		read_en <= 1'b1;
                    	end
                	LOAD: begin
                     		shift_reg <= read_data;
                    		bit_counter <= DATAWIDTH;
                     		sclk_enable <= 1'b1;   
                    	end     
                	SHIFT: begin
              			if (sclk && clk_div) begin  
					mosi <= shift_reg[DATAWIDTH-1];
                        		shift_reg <= shift_reg << 1;  
                        		bit_counter <= bit_counter - 1;
                    		end
                	end
                	COMPLETE: begin
                    		done <= 1'b1;
                    		sclk_enable <= 1'b0;   
                	end
            		endcase
        	end
	end
	always_comb begin
        	next_state = state;
        	case (state)
            	IDLE: begin  
                	if (empty) next_state = IDLE;
                  	else if ((full || !empty)&& !done) next_state = READ_EN;   
            	end
              	READ_EN: begin
                  	next_state = LOAD;
                end
            	LOAD: begin  
              		next_state = SHIFT;
            	end
            	SHIFT: begin  
                	if (bit_counter == 1'b0) next_state = COMPLETE;
            	end
            	COMPLETE: begin  
                	next_state = IDLE;
            	end
        	endcase
    	end
endmodule
==> flow_summary.toml <==
# generated from flow reports
[sta]
hold_viol = 0
min_period_ns = 2.50
grt_setup_unrepaired = "no"
worst_pin_slew_ns = 0.671
layout_setup_ws_ns = 2.30
slew_headroom_pct = 55.2
hold_ws_ns = 0.364
fmax_mhz = 400
setup_viol = 0
post-route-period-util_pct = 52.1
setup_tns_ns = 0
drv_slew = 0
final.setup_skew_ns = 0.00600

[worst_setup_path]
worst-setup-path-type = "reg -> out"
r2r-end = "shift_reg[18]"
reg2reg_from = "state[4]"
critPathLaunch = "state[2]"
worstRegToRegCells = 3
end_kind = "primary output"
endpoint = "read_en"
crit_fanout = 38
r2r_slack_ns = 2.91
required_ns = 3.84
arrival_ns = 1.54
crit_path_start_kind = "register"

[finish]
post-route-util_pct = 64.9
design_area_um2 = 2630
largest_reg_flops = 32
drive_gt1_share_pct = 7.02
final_cells = 292
area_growth_pct = 22.5

[routing]
post-route-drc-count = 0
num_vias = 1746
wl_per_cell_um = 15.4
drt_first_pass_iters = 4
viasPerCell = 5.98
postRouteAntennaNets = 0
drt-initial-drc-count = 117
diodes = 0
routed_wl_um = 4510

[logic_synthesis]
synthSimpleGateAreaFrac_pct = 13.4
aoi_share_pct = 24.0
yosys_cells = 209
synth_area_um2 = 2150
ys_seq_elements = 48
async_flop_share_pct = 100
synth_adder_area_share_pct = 1.16
avgSynthCellArea_um2 = 10.3
ys_types = 33
ys_top_logic_family = "AND-OR/OR-AND gates"
yosys_area_um2 = 2150
synth_cells = 209
edf_count = 0
muxShareOfSynthArea_pct = 0
ys_seq_share_pct = 55.9
xor_share_pct = 0.407
yosys_warnings = 1
ff_type = "dfrtp_1"

[global_routing]
busiest_layer = "met2"
gr-usage-met1_pct = 33.8
grt_util_met3_pct = 3.08
grt-ovfl-total = 0
grt_max_degree = 49
grt_pass1_vias = 1727
grt_antenna_before_repair = 0
grt_usage_pct = 22.5
groute.layer.met2.usage_pct = 36.5
grt_pass1_wl_um = 7530

[place]
dp_cells = 284
globalplace.congestion = 0.837
pre_cts_slack_ns = 2.60
portBuffers = 38
dpl_cell_area_um2 = 2540
hpwl_um = 2750

[pwr]
total_power_mw = 1.21
ir_worst_vdd_uv = 283
p_leak_nw = 1.08
p_per_area_nw_per_um2 = 460

[clock_tree]
clk_pin_slew_ns = 0.08
cts_resized = 0
numCtsBuffers = 5
postCtsHoldBufs = 0
cts_sinks = 48
cts_root_buffer = "clkbuf_8"
ctsLongestPathBuffers = 2
cts_tree = "built"
cts_setup_buffers = 0
cts_max_level = 2
clk_latency_ns = 0.29

[die]
row_count = 23
fp_util_pct = 53.0
coreArea_um2 = 4060
ioPinCount = 40
die_area_um2 = 4570
dieWidth_um = 67.6
dieHeight_um = 67.6

[outcome]
outcome = "finished clean"

[run]
warning_count = 28
drv_cap = 0

[worst_hold_path]
holdCritPathClass = "reg -> reg"
==> worst min path at each step <==
stage	slack, ns	cells after the start	end	from
4_1_cts	0.37	0	state[2]	state[3]
5_1_grt	0.38	0	state[2]	state[3]
6_report	0.36	0	state[2]	state[3]
==> synthesized netlist by cell type (2+ instances only) <==
master     n  area, um^2
dfrtp_1   47        1180
o21ai_0   36         180
nand3_1   35         175
a22oi_1   31         233
buf_2      8        40.0
clkbuf_1   6        22.5
inv_1      6        22.5
nand2_1    6        22.5
a21o_1     2        15.0
a21oi_1    2        10.0
and3_1     2        12.5
clkbuf_2   2        10.0
ha_1       2        25.0
nor2_1     2        7.51
nor3_1     2        10.0
nor4_1     2        12.5
or4_1      2        15.0
==> power breakdown <==
part           switching, mW  internal [mW]  total [mW]
registers             0.0862          0.513       0.599
clock network          0.119          0.117       0.237
logic                  0.224          0.152       0.376
total                  0.430          0.782        1.21
==> cells in the final DEF, fill, tap and decap left out <==
cell type,instances
o211ai_1,1
o21ai_0,36
a21o_1,2
nor2_1,2
ha_1,2
inv_1,5
a22oi_1,31
dfrtp_1,47
nand3_1,35
dfstp_2,1
nor4_1,2
clkbuf_8,6
o21bai_2,1
o2bb2ai_1,1
and3_1,2
a41oi_1,1
inv_2,1
o41ai_1,1
o21ba_4,1
nand2b_1,1
nor2_4,1
clkdlybuf4s50_1,38
buf_4,5
nor3_1,2
or4_1,2
a21oi_1,2
nand4b_1,1
o31ai_1,1
o221ai_1,1
or2_2,1
nand2_1,6
xnor2_1,1
clkbuf_1,2
==> metal layers <==
layer,routed length (um),vias up
li1,-,838
met1,2090,870
met2,2190,31
met3,168,7
met4,62,0
met5,0,-
==> layout make-up <==
class                      instances  area, um^2
clock buffer                       8        90.1
fill                             304        1430
inverter                           6        22.5
multi-input combinational        137         837
sequential                        48        1200
tap                               50        62.6
timing repair buffer              43         418
==> critical path: stages, from the launching register on <==
cell,delay [ns]
dfrtp_1,0.33
buf_4,0.38
clkdlybuf4s50_1,0.54
==> logic make-up (layout without fill, tap and decap cells) <==
group	Yosys count	count (layout)
XOR/XNOR	1	1
buffers and inverters	24	57
AND-OR/OR-AND	79	79
flip-flops	48	48
adder cells (fa/ha/maj)	2	2
AND/OR/NAND/NOR	55	55
No activity file was given, so power comes from the tool's default toggle rates.
